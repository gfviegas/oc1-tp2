### flow/design.v
module idEx(
    input wire clock,
    input wire regDestInput,
    input wire [1:0] aluOpInput,
    input wire aluSrcInput,
    input wire [2:0] memControlInput,
    input wire [1:0] wbControlInput,
    input wire [31:0] readData1Input,
    input wire [31:0] readData2Input,
    input wire [31:0] signExtendWireInput,
    input wire [4:0] rdInput,
    input wire [4:0] rtInput,
    input wire [4:0] rsInput,
    input wire [31:0] ifIdInput,
    output reg regDest,
    output reg [1:0] aluOp,
    output reg aluSrc,
    output reg [2:0] memControlIdEx,
    output reg [1:0] wbControlIdEx,
    output reg [31:0] readData1,
    output reg [31:0] readData2,
    output reg [31:0] signExtendWire,
    output reg [4:0] rd,
    output reg [4:0] rt,
    output reg [4:0] rs,
    output reg [31:0] ifId
);
    initial begin
      regDest <= 0;
      aluOp <= 0;
      aluSrc <= 0;
      memControlIdEx <= 0;
      wbControlIdEx <= 0;
      readData1 <= 0;
      readData2 <= 0;
      signExtendWire <= 0;
      rd <= 0;
      rt <= 0;
      rs <= 0;
      ifId <= 0;
    end
    always @(posedge clock) begin
      regDest <= regDestInput;
      aluOp <= aluOpInput;
      aluSrc <= aluSrcInput;
      memControlIdEx <= memControlInput;
      wbControlIdEx <= wbControlInput;
      readData1 <= readData1Input;
      readData2 <= readData2Input;
      signExtendWire <= signExtendWireInput;
      rd <= rdInput;
      rt <= rtInput;
      rs <= rsInput;
      ifId <= ifIdInput;
    end
endmodule
### flow/run.sh
#!/bin/bash
# OpenROAD 26Q1-2900-gdf79404cd8, Yosys 0.63+post, stock flow scripts
make -C /OpenROAD-flow-scripts/flow DESIGN_CONFIG=/design/flow/config.mk WORK_HOME=/design/flow/orfs finish
### flow/config.mk
export PLATFORM = sky130hd
export DESIGN_NAME = idEx
export DESIGN_NICKNAME = idEx
export VERILOG_FILES = /design/flow/design.v
export SDC_FILE = /design/flow/constraint.sdc
export NUM_CORES = 4
export LEC_CHECK = 1
export CORE_AREA = 10 10 146 146
export DIE_AREA = 0 0 156 156
### flow/constraint.sdc
current_design idEx

set clk_period 1.0
set clk_io_pct 0.2

create_clock -name clk0 -period $clk_period [get_ports {clock}]

set non_clock_inputs [all_inputs -no_clocks]
set_input_delay [expr $clk_period * $clk_io_pct] -clock clk0 $non_clock_inputs
set_output_delay [expr $clk_period * $clk_io_pct] -clock clk0 [all_outputs]
==> results.ini <==
[run_status]
status=finished with violations
violations=setup timing

[power_and_ir_drop]
power.leakage_nw=2.78
p_clk_share_pct=46.7
comb_power_share_pct=6.4
p_int_mw=11.2
seqPwrFrac_pct=46.9
p_sw_mw=2.52
power-per-cell-area_nw_per_um2=2200
peakVddDrop_uv=1200
p_sw_share_pct=18.3

[detailed_routing]
via_per_inst=3.18
route.vias.total=2279
route.detailed.drc=0
wl_mm=11.4
first_pass_iters=3
drt_iter0_markers=75
wl_per_cell_um=15.9
antenna_cells=0
ant_nets=0

[critical_path]
critPathCapture=readData2[1]
max_stage_delay_ps=330
cp.depth=1
slowest_stage=dfxtp_2
critPathRequiredTime_ps=800
path_class=reg2out
crit_fanout=1
critPathTopFamily=flip-flops
cp.arrival_ps=840
crit_chain=buf_2
critPathLaunch=readData2[1]$_DFF_P_
cp_num_buf_inv=1
cp-end-kind=output pin
cp-start-kind=flip-flop

[sta]
rsz0062_at_grt=true
report.final.setup_viol=80
min_period_over_period_pct=104
slew_headroom_pct=88.3
finalHoldViolations=0
timing.fmax_ghz=0.963
setup_ws_ps=-38.0
worst_pin_slew_ps=176
timing.final.max_slew_violations=0
period_minus_slack_ps=1040

[clock_network]
numCtsBuffers=17
path_clk_slew_ps=60
clock_tree.buffer_depth=2
cts_num_sinks=152
cts_tree=yes
cts_root_buf=clkbuf_16
htreeDepth=4

[yosys]
flop_cell=dfxtp_1
syn_area_um2=3040
yosysTopAreaCellShare_pct=100
synth_flops=152
avgSynthCellArea_um2=20.0
yosys_cells=152
synth_seq_share_pct=100
top_cells_by_count=dfxtp_1 (152)
edf_count=0
synthArstFlopShare_pct=0
synth.distinct_cells=1
synth_top_cell_by_area=dfxtp_1
yosysWarningCount=1
syn_inst=152
ys_chip_area_um2=3040
yosys-top-cells-area=dfxtp_1 (100%)
yosysMostFrequentCell=dfxtp_1

[final_layout]
area_delta_synth_final_pct=106
drive_gt1_share_pct=41.6
fillCellCount=1788
num-multi-input-gates=0
fin_area_um2=6270
fin_cells=717
mi_logic_area_um2=0

[flow_run]
maxCapViolCount=0
warnings=27

[grt]
gr-total-overflow=0
grt_start_max_net_pins=17
global_route.usage.total_pct=8.97
grt_pass1_wl_mm=16.3
antenna_found_initial=0
grt_pass1_vias=2517

[floorplanning]
die_y_um=156
ioPinCount=305
coreArea_um2=18100
initCoreUtil_pct=16.8
dieArea_um2=24300
fp.dieW_um=156
rows=49

[place]
placed_area_um2=6370
dp_hpwl_mm=9.53
io_buffers=304
dp_cells=685
gp_congestion=0.806

[worst_hold_path]
hold_path.class=in2reg

[metrics by stage]
stage	util, %	power, mW	setup TNS, ps	hold WS (ps)	worst slack (ps)
3_3_place_gp	35.2	7.79	-76.5	648	-41.3
2_1_floorplan	-	6.51	0	228	538
4_1_cts	34.5	14.0	-4990	205	-68.2
3_5_place_dp	35.2	7.79	-70.9	652	-26.1
5_1_grt	34.7	14.4	-8190	200	-85.1
6_report	34.7	13.8	-572	232	-38.0
[flip-flops by register name, summed over array words and instances, names as in the netlist]
name,flops
ifId,32
readData1,32
readData2,32
signExtendWire,32
rd,5
rs,5
rt,5
memControlIdEx,3
aluOp,2
wbControlIdEx,2
aluSrc,1
regDest,1
[layout by cell type (no fill, tap or decap)]
cell	n
buf_2	149
clkbuf_1	2
bufinv_16	2
clkinv_2	2
buf_6	3
clkbuf_8	7
clkdlybuf4s50_1	152
clkinvlp_4	2
clkbuf_16	17
dfxtp_1	131
dfxtp_2	21
[what timing repair did]
item                                    in CTS  in global routing
buffers inserted                             0                  0
gates resized                              494                 14
endpoints found under the setup margin     152                152
hold buffers                                 0                  0
[power groups by stage]
stage                 combinational, mW  sequential, mW  clock [mW]
final                             0.878            6.46        6.43
after global routing              0.955            6.49        6.93
after CTS                         0.900            6.46        6.64
[layout make-up]
cell class            count  area (µm²)  area share (%)
timing repair buffer    304        2300            36.7
sequential              152        3070            48.9
clock inverter            6        85.1            1.36
clock buffer             26         529            8.44
tap                     229         287            4.57
[cells by family (layout without fill, tap and decap cells)]
family | count (synthesis) | count (layout) | synth area share [%]
buf+inv | 0 | 336 | 0
flops | 152 | 152 | 100
[routing by layer]
metal,vias up,track usage [%],share of wire (%)
met5,-,0,0
met4,0,1.08,1.0
met3,5,5.63,14
met2,151,15.5,52
met1,1007,9.27,34
li1,1116,-,-
[how the worst min path moves through the flow]
stage / startpoint / to / slack [ps] / cells after the start
CTS: readData2Input[20] / readData2[20]$_DFF_P_ / 210 / 1
global route: ifIdInput[17] / ifId[17]$_DFF_P_ / 200 / 1
finish: ifIdInput[3] / ifId[3]$_DFF_P_ / 230 / 1
No activity file was given, so power comes from the tool's default toggle rates.
