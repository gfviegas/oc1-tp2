<file path="design.v">
module exMem(
  input wire clock,
  input wire [2:0] memControlInput,
  input wire [1:0] wbControlInput,
  input wire [31:0] aluResultInput,
  input wire aluZeroInput,
  input wire [31:0] pcInput,
  input wire [31:0] registerDataInput,
  input wire [4:0] writeRegisterInput,
  output reg branch,
  output reg memRead,
  output reg memWrite,
  output reg [1:0] wbControlExMem,
  output reg [31:0] aluResult,
  output reg [31:0] aluZero,
  output reg [31:0] pc,
  output reg [31:0] registerData,
  output reg [4:0] writeRegister
);
  initial begin
    branch <= 0;
    memRead <= 0;
    memWrite <= 0;
    wbControlExMem <= 0;
    aluResult <= 0;
    aluZero <= 0;
    pc <= 0;
    registerData <= 0;
    writeRegister <= 0;
  end
  always @(posedge clock) begin
    branch <= memControlInput[2];
    memRead <= memControlInput[1];
    memWrite <= memControlInput[0];
    wbControlExMem <= wbControlInput;
    aluResult <= aluResultInput;
    aluZero <= aluZeroInput;
    pc <= pcInput;
    registerData <= registerDataInput;
    writeRegister <= writeRegisterInput;
  end
endmodule
</file>
<file path="run.sh">
#!/bin/bash
# OpenROAD 26Q1-2900-gdf79404cd8, Yosys 0.63+post, stock flow scripts
make -C /OpenROAD-flow-scripts/flow DESIGN_CONFIG=/design/flow/config.mk WORK_HOME=/design/flow/orfs finish
</file>
<file path="config.mk">
export PLATFORM = sky130hd
export DESIGN_NAME = exMem
export DESIGN_NICKNAME = exMem
export VERILOG_FILES = /design/flow/design.v
export SDC_FILE = /design/flow/constraint.sdc
export NUM_CORES = 4
export LEC_CHECK = 1
export CORE_AREA = 10 10 137 137
export DIE_AREA = 0 0 147 147
</file>
<file path="constraint.sdc">
current_design exMem

set clk_period 1.0
set clk_io_pct 0.2

create_clock -name clk0 -period $clk_period [get_ports {clock}]

set non_clock_inputs [all_inputs -no_clocks]
set_input_delay [expr $clk_period * $clk_io_pct] -clock clk0 $non_clock_inputs
set_output_delay [expr $clk_period * $clk_io_pct] -clock clk0 [all_outputs]
</file>
==> results.toml <==
# yosys + openroad results
[final_timing]
fmax_mhz = 1020
grt_setup_unrepaired = "true"
final_hold_viol_count = 0
fin_hold_ws_ns = 0.275
final.min_clock_period_ns = 0.983
timing_max_transition_violations_final = 0
post-route-worst-setup-slack_ns = 0.0168
min_period_over_period_pct = 98.3
setup_violations = 0

[setup_path]
worstSetupPathType = "flip-flop to output port"
critical_path.max_fanout = 1
worst_ep_required_time_ns = 0.80
timing.critical_path.slowest_cell_delay_ns = 0.32
setup.worst_path.start_class = "flip-flop"
critical_path_buf_inv_count = 1
critical_path.cell_chain = "buf_2"
crit_path_top_delay_cell = "dfxtp_2"
cpLargestDelayFamily = "flip-flops"
timing.critical_path.to_type = "output port"
crit_path_from = "pc[30]$_DFF_P_"
cp_num_cells = 1
cp_data_arrival_time_ns = 0.78

[route]
drc_errors = 0
route.detailed.wl_per_inst_um = 15.0
vias = 1698
drt_first_pass_iters = 3
drt-vias-per-instance = 2.90
wl_um = 8760
final_antenna_net_count = 0
detail_route.iter0.violations = 27

[logic_synthesis]
ys.flops = 107
share_of_the_yosys_chip_area_belonging_to_registers_pct = 90.1
synthMostInstantiatedCell = "dfxtp_1"
ys.warnings.count = 1
ys_top_cells_by_count = "dfxtp_1 (107), buf_4 (31), conb_1 (1)"
enable_flop_cells = 0
synth.cellmix.adderShare_pct = 0
ys_types = 3
synth_largest_type_area_fraction_pct = 90.1
post_synth_and_or_nand_nor_area_fraction_pct = 0
synth.cell_area_um2 = 2380
synth_cells = 139
aoi_share_pct = 0
topCellsByArea = "dfxtp_1 (90%), buf_4 (9.8%), conb_1 (0.16%)"
ys_dominant_reg_cell = "dfxtp_1"
synthDominantAreaCellType = "dfxtp_1"
ys_async_sr_fraction_pct = 0
synthesis.area_per_instance_um2 = 17.1
yosys-stat-cells = 139
mux_share_pct = 0
ys_top_logic_family = "buffers and inverters"
synth-xor-area-share_pct = 0
yosys.stat.chipArea_um2 = 2380

[pwr]
p_leak_nw = 2.00
vdd_drop_max_mv = 0.719
power.density_nw_per_um2 = 1900
pnr_total_power_mw = 8.52

[place]
finalWeightedCongestion = 0.724
post-place-ws_ns = -0.0333
postPlaceCellArea_um2 = 4670
io_buffer_count = 214
dp_hpwl_um = 7540

[clocking]
cts_resized = 349
cts_hold_repair.buffers = 0
tritoncts = "yes"
htree_num_levels = 3
cts_made_buffers = 9
clock_tree.root_cell = "clkbuf_16"
cts_buffer_depth = 2
cts_num_sinks = 107
cts_setup_buffers = 0
clk_transition_reported_paths_ns = 0.07

[floorplanning]
die.size.y_um = 147
num_io_pins = 246
fp_util_pct = 15.0
placement_rows = 46
floorplan.die.width_um = 147
core_region_area_um2 = 15800
chipArea_um2 = 21600

[global_route]
pin_count_of_the_biggest_net_entering_global_routing = 20
grt_remaining_overflow = 0
first_global_vias = 1851
antenna_found_initial = 2
global_route.usage.total_pct = 7.60
grt_first_pass_wirelength_um = 12400

[flow_run]
tool_warnings = 27
maxCapViolations = 0

[run_status]
run_status = "finished, final reports clean"

[finish]
final_cell_area_um2 = 4480
post_route_cells_drive_above_1_share_pct = 38.3
area_delta_synth_final_pct = 88.5

[hold_path]
hold-path-cell-count = 1
timing.hold.worst.class = "input port to flip-flop"
beginning_of_the_worst_hold_path = "registerDataInput[31]"
-- power breakdown --
part           switching, mW  internal (mW)  total (mW)  leakage [nW]
Combinational          0.126          0.514       0.640         0.953
Sequential            0.0471           4.49        4.54         0.903
Clock                   1.61           1.73        3.34         0.143
Total                   1.79           6.73        8.52          2.00
-- sequential cells by signal, summed over array words and instances, names as in the netlist --
name	cells
wbControlExMem	2
branch	1
aluResult	32
aluZero	1
writeRegister	5
pc	32
memWrite	1
registerData	32
memRead	1
-- final timing paths --
path / endpoint / slack, ns
setup / recovery: pc[30] / 0.02
hold / removal: registerData[31]$_DFF_P_ / 0.27
-- area by class of cell --
type	count	area, um^2
multi-input combinational	31	116
clock inverter	7	61.3
clock buffer	9	225
sequential	107	2160
timing repair buffer	214	1640
fill	1658	11300
antenna	1	2.50
tap	216	270
-- layout by cell type, fill, tap and decap left out --
cell type	instances
buf_2	101
buf_6	6
clkbuf_16	9
clkdlybuf4s50_1	107
clkinv_2	2
clkinv_4	2
clkinv_8	1
conb_1	31
dfxtp_1	89
dfxtp_2	18
diode_2	1
inv_6	2
-- stage by stage --
stage               TNS, ns  std cells  utilization, %
floorplan                 0        169               -
CTS                 -0.0451        584            28.0
finish                    0        585            28.3
global placement     -0.172        568            29.5
detailed placement   -0.144        568            29.5
global route         -0.186        584            28.3
-- layer usage --
metal	vias to the layer above	part of all wire [%]	GRT usage (%)	routed length, um
met5	-	0.15	0	13
met4	2	2.6	1.68	225
met3	13	15	5.36	1300
met2	148	47	12.5	4100
met1	722	36	7.75	3120
li1	813	-	-	-
-- logic make-up after synthesis --
kind of cell,after synthesis
buffers and inverters,31
other,1
DFF,107
Power and IR drop assume default switching activity.
